==> flow/design.v <==
`timescale 1ns / 1ps
module ALU_1_bit(out, c_out, a, b, select, c_in);
    input a, b, c_in;
    input [2:0] select;
    output reg out;
    output c_out;
    wire new_b, NOT_b, out_1, out_2, out_3, out_4, out_5;
    assign new_b = (select==3'b101)?NOT_b:b;  
    not g0 (NOT_b, b);
    MOV_1_bit g2 (out_2, a, b); 
    NOT_1_bit g3 (out_3, a, b);
    NAND_1_bit g4 (out_4, a, b);
    NOR_1_bit g5 (out_5, a, b);
    FA_1_bit g1 (
        .c_out(c_out), 
        .sum(out_1), 
        .a(a), .b(new_b), 
        .c_in(c_in));  
    always @(*) begin
        case (select)
            3'b000: out <= out_2;
            3'b001: out <= out_3;
            3'b011: out <= out_4;
            3'b100: out <= out_5;
            3'b110: out <= out_1;
            3'b101: out <= out_1;
            default: out <= out_2;  
        endcase
    end
endmodule
`timescale 1ns / 1ps
module ALU_32_bit(overflow, zero, carry, R1, R2, R3, ALUop, clk);
    parameter width=32;
    input [width-1:0] R2, R3;
    input [2:0] ALUop;
    input clk;
    output [width-1:0] R1;
    output overflow, zero, carry;
    wire NOT_B_MSB;
    wire [width:0] i_c_in;
    wire overflow_check, temp_1, temp_2, temp_3, overflow_check_2;
    wire overflow_check_1, temp_7, temp_8, temp_9, temp_10, temp_11;
    assign i_c_in[0] = (ALUop==3'b101)?1'b1:1'b0;
    genvar i;
    generate
        for (i=0; i<width; i=i+1) begin
            ALU_1_bit g0(
                .out(R1[i]), 
                .c_out(i_c_in[i+1]), 
                .a(R2[i]), 
                .b(R3[i]), 
                .select(ALUop), 
                .c_in(i_c_in[i]));
        end
    endgenerate
    assign zero = (R1 == 0)?1'b1:1'b0;
    assign temp_11 = (ALUop==3'b101)?0:1;
    and g9 (carry, temp_11, i_c_in[width]);
    assign temp_8 = (ALUop== 3'b101| ALUop==3'b110)?1:0;
    assign NOT_B_MSB = (ALUop== 3'b101)?~R3[width-1]:R3[width-1];
    or g1 (temp_1, R2[width-1], NOT_B_MSB);
    not g2 (temp_2, temp_1);
    and g3 (overflow_check_1, R1[width-1], temp_2);
    and g7 (temp_7, R2[width-1], NOT_B_MSB );
    and g4 (overflow_check_2, i_c_in[width], temp_7);
    or g5 (overflow_check, overflow_check_2, overflow_check_1 );
    and g8 (temp_9, temp_8, overflow_check);
    assign overflow =(temp_9==1'b1)?1:0;
endmodule
`timescale 1ns / 1ns
module FA_1_bit(c_out, sum, a, b, c_in);
  input	a, b, c_in; 
  output c_out, sum; 
  wire xor_1, and_1, and_2;
  xor G1(xor_1, a, b);
  xor G2(sum, xor_1, c_in);
  and G3(and_1, xor_1, c_in);
  and G4(and_2, a, b);
  or G5(c_out, and_1, and_2);
endmodule
`timescale 1ns / 1ps
module MOV_1_bit(out, a, b);
    output out;
    input a, b;
    or g0 (out, a, a);  
endmodule
`timescale 1ns / 1ps
module NAND_1_bit(out, a, b);
    input a, b;
    output out;
    wire temp;
    and g0 (temp, a, b);
    not (out, temp);
endmodule
`timescale 1ns / 1ps
module NOR_1_bit(out, a, b);
    input a, b;
    output out;
    wire temp;
    or g0 (temp, a, b);
    not g1 (out, temp); 
endmodule
`timescale 1ns / 1ps
module NOT_1_bit(out, a, b);
    input a, b;
    output out;
    not g0 (out, a);  
endmodule
`timescale 1ns / 1ps
module Top_Module(R0, overflow, zero, carry, R2, R3, ALUop,clk);
    parameter width = 32;
    input [width-1:0] R2, R3;
    input [2:0] ALUop;
    input clk;
    output zero, overflow, carry;
    output [width-1:0] R0;
    wire i_overflow, i_zero, i_carry;
    wire [width+2:0] i_q;
    wire [width-1:0] i_R1;
    ALU_32_bit g0 (
        .overflow(i_overflow),
        .zero(i_zero),
        .carry(i_carry), 
        .R1(i_R1), .R2(R2), 
        .R3(R3), 
        .ALUop(ALUop), 
        .clk(clk));
    register_32_bit g1(.q(i_q), .overflow(i_overflow), .zero(i_zero), .carry(i_carry), .d(i_R1), .clk(clk));
    assign overflow = i_q[width+2];
    assign zero = i_q[width+1];
    assign carry = i_q[width];
    assign R0 = i_q[width-1:0];
    defparam g0.width = width;
    defparam g1.width = width;
endmodule
`timescale 1ns / 1ns
module dff(q, d, clk);
  input d, clk; 
  output reg q; 
  always @(posedge clk) begin
    q=d;
  end
endmodule
`timescale 1ns / 1ps
module register_32_bit (q, overflow, zero, carry, d, clk);
parameter width=32;
output [width+2:0]q;
input overflow, zero, carry;
input [width-1:0]d;
input clk;
wire [width+2:0] temp;
assign temp = {overflow, zero, carry, d};
genvar i;
generate
    for (i=0; i<width+3 ; i=i+1) begin
        dff dffbit(.q(q[i]), .d(temp[i]), .clk(clk));
    end
endgenerate
endmodule
==> flow/run.sh <==
#!/bin/bash
# OpenROAD 26Q1-2900-gdf79404cd8, Yosys 0.63+post, stock flow scripts
make -C /OpenROAD-flow-scripts/flow DESIGN_CONFIG=/design/flow/config.mk WORK_HOME=/design/flow/orfs finish
==> flow/config.mk <==
export PLATFORM = sky130hd
export DESIGN_NAME = Top_Module
export DESIGN_NICKNAME = Top_Module
export VERILOG_FILES = /design/flow/design.v
export SDC_FILE = /design/flow/constraint.sdc
export NUM_CORES = 4
export LEC_CHECK = 1
export CORE_UTILIZATION = 50
==> flow/constraint.sdc <==
current_design Top_Module

set clk_period 12.1
set clk_io_pct 0.2

create_clock -name clk0 -period $clk_period [get_ports {clk}]

set non_clock_inputs [all_inputs -no_clocks]
set_input_delay [expr $clk_period * $clk_io_pct] -clock clk0 $non_clock_inputs
set_output_delay [expr $clk_period * $clk_io_pct] -clock clk0 [all_outputs]
==> run summary <==
Implementation numbers.

- The flow ran to the end, but the final reports show violations.
- The checks that failed: setup timing.
- The register with the most flip-flops in the layout has 35 of them.
- In the final timing run, aggregate negative setup slack is -13.80 ns.
- The number of cells in the yosys synthesis report is 488.
- The first global-routing pass estimated 16.8 mm of wire.
- The analysis attributes to cell leakage a power of 1.94 nW.
- The area figure in the yosys stat output is 4080 µm².
- The die outline width is 92.4 µm.
- Counting the buffers created by CTS gives 5.
- Pin placement for this block handled 103 I/O pins.
- Per the CTS log, the buffer count on the longest clock path is 2.
- Per the synthesis report, the single largest cell type by area occupies 17.2% of cell area.
- The category of the most critical setup path is in -> reg.
- In this run, synthesis inferred 0 flip-flops with an integrated enable.
- The combinational group share of total power is 47.4%.
- dfxtp_1 takes more of the synthesized area than any other cell.
- The total of flip-flops plus latches after synthesis is 35.
- The height of the die is 92.4 µm.
- Per the synth stats, the flop cell with the highest instance count is dfxtp_1.
- The placer congestion estimate is 0.872.
- The number of antenna violations at the first check in global routing came to 0.
- The power report attributes to the sequential group a share of 28.5%.
- The layout filler cell count is 624.
- The tree built by TritonCTS fans out to 35 sinks.
- The clock tree from TritonCTS is done.
- The met1 wire length is 4.69 mm.
- The final timing report derives a shortest allowable period of 14.63 ns.
- By instance count, the cell type seen most on the critical path is fa_2.
- The endpoint kind of the worst setup timing path is a register.
- The power per unit of standard cell area is 89.8 nW/µm².
- The worst-path maximum fanout is 4.
- The count of H-tree levels built during CTS is 2.
- The area of the multi-input gates is 3050 µm².
- The share of cells above drive strength 1 is 15.6%.
- The via count of the first global-routing pass is 3,381.
- The net switching fraction of the power is 32.4%.
- The remaining global-route overflow is 0.
- By instance count after routing, the leading logic cell types are clkdlybuf4s50_1 (95), dfxtp_1 (35), fa_2 (31).
- For the worst setup path, the data required time is 12.31 ns.
- The number of standard-cell rows in the floorplan is 32.
- The initial utilization of the core area, before any placement, comes to 52.3%.
- The chip area is 8530 µm².
- The HPWL after detailed placement is 7.37 mm.
- The slowest library cell on the worst path is fa_2.
- In this run, the clock network consumes 24.1% of the power.
- The cell area after synthesis is 4080 µm².
- The average wire per standard cell is 15.8 µm.
- The root cell of the clock tree is clkbuf_8.
- The slack of the critical path is -2.53 ns.
- In the Yosys report, the sequential cells make up 17.2% of the chip area.
- The wire length recorded after detailed routing is 10.4 mm.
- The number of maximum-capacitance constraint violations is 0.
- The area growth from synthesis to layout is 29.1%.
- In this run the VDD rail shows a maximum IR drop of 0.0000574 V.
- The cell count after synthesis came out at 488.
- The internal power of the cells totals 0.320 mW.
- The most common cell after layout, fill and taps aside is clkdlybuf4s50_1.
- The number of design rule violations left after detail routing is 0.
- For this run, the total global-route usage over all layers was measured as 25.5%.
- Setup repair after global routing could not meet its margin everywhere.
- The clock transition time at the flip-flop clock pins of the worst setup and hold paths is 0.09 ns.
- The detailed router finished its first iteration with 216 violations.
- The relative slew slack is 43.0%.
- Per the layout area report, the register area comes to 701 µm².
- The synthesis report lists the most area-consuming cells as dfxtp_1 (17%), fa_1 (15%), xnor2_1 (6.7%), buf_4 (6.6%), nand2b_1 (4.0%).
- The remaining antenna violation count after routing is 0.
- The top routing layer in use is met4.
- Pins over their slew limit in the final report were tallied at 0.
- STA puts the critical path data arrival time at 14.83 ns.
- Counting endpoints that fail hold in the final report gives 0.
- The highest cell delay on the worst timing path is 0.57 ns.
- The number of warnings reported in the yosys synthesis log is 2.
- The count of warning messages emitted by the tools is 33.
- The transition time at the pin with the least slew margin is 0.855 ns.
- The number of distinct library cells after synthesis is 53.
- The count of buffers from port buffering is 102.
- The number of vias after detailed routing is 3,805.
- Entering global routing, the biggest net connects 88 pins.
- The worst setup path is launched from an input port.
- The final setup violation count is 10.
- The mean post-synth cell area is 8.36 µm².
- The share of async-settable or async-resettable flops after synthesis is 0%.
- The via-per-instance ratio is 5.81.
- In this run the standard cell core region covers 7810 µm².
- The repair_antennas step left the layout with diodes totalling 0.
- The total met2 wirelength after detailed routing is 4.63 mm.
- The final timing summary puts the cycle share of the worst path at 121%.
- The cts-stage hold buffer count is 0.
- Timing would allow up to 68.4 MHz.
- The path category of the worst min-delay check is in -> reg.
- For this run, the detailed router's first-pass iteration total came to 5.
- The analysis attributes to net switching a power of 0.153 mW.
- The detailed router reports a met3 wire length of 937 µm.
- The core utilization of the finished layout is 67.5%.
[worst paths after layout]
| kind | start | endpoint | slack, ns | cells after the start |
|---|---|---|---|---|
| worst max-delay path | ALUop[1] | g1.genblk1[33].dffbit.q$_DFF_P_ | -2.53 | 41 |
| worst min-delay path | R3[1] | g1.genblk1[1].dffbit.q$_DFF_P_ | 2.54 | 2 |
[layer usage]
metal,vias to the layer above,track usage [%]
li1,1876,-
met1,1750,41.0
met2,170,38.4
met3,9,5.10
met4,0,2.08
met5,-,0
[cell type report]
cell class / count / share of cell area (%)
Clock buffer: 6 / 1.57
Clock inverter: 2 / 0.665
Inverter: 17 / 1.21
Timing Repair Buffer: 128 / 23.0
Multi-Input combinational cell: 365 / 57.9
Sequential cell: 35 / 13.3
Tap cell: 102 / 2.42
[metrics by stage]
stage / cells / setup slack, ns / hold WS (ns) / cell area [µm²] / power, mW
final: 655 / -2.53 / 2.54 / 5270 / 0.473
after global routing: 655 / -2.83 / 2.55 / 5270 / 0.507
after CTS: 652 / -2.57 / 2.54 / 5240 / 0.474
after detailed placement: 642 / -3.24 / 2.94 / 5060 / 0.355
after global placement: 642 / -3.08 / 2.92 / 5060 / 0.354
after floorplan: 488 / -2.90 / 2.54 / 4250 / 0.283
[power groups by stage]
stage | Clock, mW | Sequential [mW] | Combinational (mW)
5_1_grt | 0.121 | 0.137 | 0.249
6_report | 0.114 | 0.135 | 0.224
4_1_cts | 0.116 | 0.135 | 0.223
[worst max-delay path, delay by kind of cell]
family / cells / cell delay [ns]
AOI/OAI and AO/OA: 3 / 0.50
buffers and inverters: 1 / 0.10
adders and majority gates: 31 / 11.02
and+or+nand+nor: 5 / 0.62
xor gates and xnor gates: 1 / 0.14
[cell usage after synthesis, types with 2 or more instances]
library cell and count:
a211oi_1 9, a21oi_1 31, a221o_1 5, a221oi_1 9
and2_1 2, and3_1 2, and3b_1 6, buf_1 5
buf_2 19, buf_4 36, clkbuf_1 11, dfxtp_1 35
fa_1 31, ha_1 4, inv_1 16, mux2i_1 13
nand2_1 28, nand2b_1 26, nand3_1 2, nand4b_1 12
nor2_1 30, nor2b_1 12, nor3_1 7, nor3b_1 7
nor4_1 5, o211ai_1 13, o21ai_0 7, o221ai_1 8
o22ai_1 19, o311ai_0 6, o31a_1 6, o31ai_1 6
o32ai_1 6, or2_2 2, or3_1 3, or4_1 2
xnor2_1 31
[cell families (layout without fill, tap and decap cells)]
logic type,Yosys count,count (layout),share of synthesized area (%)
xor+xnor,31,31,6.65
buf+inv,88,153,12.0
fa+ha+maj,35,35,16.4
flops,35,35,17.2
simple gates,152,152,21.3
mux,13,13,3.19
compound gates,134,134,23.3
[what timing repair did]
item,CTS,global route
setup buffers,3,3
pin swaps,7,5
gates resized,15,2
endpoints found under the setup margin,10,10
Power figures rest on the tool's default switching activity, not on a simulated workload.
