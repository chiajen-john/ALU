## flow/run.sh

```bash
#!/bin/bash
# OpenROAD 26Q1-2900-gdf79404cd8, Yosys 0.63+post, stock flow scripts
make -C /OpenROAD-flow-scripts/flow DESIGN_CONFIG=/design/flow/config.mk WORK_HOME=/design/flow/orfs finish
```

## flow/config.mk

```make
export PLATFORM = sky130hd
export DESIGN_NAME = adder_subtractor
export DESIGN_NICKNAME = adder_subtractor
export VERILOG_FILES = /design/flow/design.v
export SDC_FILE = /design/flow/constraint.sdc
export NUM_CORES = 4
export LEC_CHECK = 1
export CORE_AREA = 10 10 70 70
export DIE_AREA = 0 0 80 80
```

## flow/constraint.sdc

```tcl
current_design adder_subtractor

set clk_period 5.7
set clk_io_pct 0.2

create_clock -name clk0 -period $clk_period

set non_clock_inputs [all_inputs -no_clocks]
set_input_delay [expr $clk_period * $clk_io_pct] -clock clk0 $non_clock_inputs
set_output_delay [expr $clk_period * $clk_io_pct] -clock clk0 [all_outputs]
```

## flow/design.v

```verilog
`timescale 1ns / 1ps
module adder_subtractor(A, B, CIN, M, SUM, CAR, V);
    input [3:0]A;
    input [3:0]B;
    input CIN, M;
    output [3:0]SUM;
    output CAR, V;
    wire [2:0]C;
    wire [3:0]W;
    xor G1(W[0],B[0],M);
    xor G2(W[1],B[1],M);
    xor G3(W[2],B[2],M);
    xor G4(W[3],B[3],M);    
    xor G5(V,CAR,C[2]);
    full_adder f0(A[0],W[0],CIN,SUM[0],C[0]);
    full_adder f1(A[1],W[1],C[0],SUM[1],C[1]);
    full_adder f2(A[2],W[2],C[1],SUM[2],C[2]);
    full_adder f3(A[3],W[3],C[2],SUM[3],CAR);
endmodule
`timescale 1ns / 1ps
module full_adder(
    input A,
    input B,
    input CIN,
    output SUM,
    output CARRY
    );
    wire s1,c1,c2;
    half_adder ha1(A,B,s1,c1);
    half_adder ha2(s1,CIN,SUM,c2);
    or G3(CARRY,c1,c2);
endmodule
`timescale 1ns / 1ps
module half_adder(
    input A,
    input B,
    output SUM,
    output CARRY
    );
    and G1(CARRY,A,B);
    xor G2(SUM,A,B);
endmodule
```

==> run summary <==
flow finished, numbers: IO buf count 16, via/cell ratio 1.987, Residual DRC 0, Hold Crit Class input port to output pin, Ys Warns 0, Die Y 80 um, Min-Delay Path Depth 5, max incr delay on CP 0.60 ns, Setup TNS 0 ns, WL per Instance 7.325 um, Fillers 413, Hold Crit Endpoint SUM[1], Peak supply drop 0.03835 mV, HP Start A[1], Post-CTS Repair Setup Buffers 0, die area between 0.006 and 0.007 mm2, critical path class input port to output pin, Total Routing Usage GR 1.789%, DP Wirelength 545.3 um, Max Clk Rate 196.7 MHz, Cells after Synth 19, most frequent cell after synthesis inv_1, met3 routed WL 151 um, relative slew slack 84.05%, Core Util, Final 10.66%, Final Hold Fails 0, CTS resizes 0, hold_ws 3.375 ns, n_diodes 0, starting DRC count in detailed routing 0, global-route wire length before repair 883 um, Final ANT Viol Nets 0, Final setup viols 0, Area growth syn-to-layout 106.4%, Logic cell area approximately 120 um2, yosys stat area between 150 and 200 um2, Yosys cell types 5, Synth area leader fa_1, minimum clock period ~5.1 ns, RD Place Congestion 0.7738, period utilization 89.21%, max-slew violations 0, worst-path fanout max 4, Cell Pwr Density ~120 mW/mm2, CLK BUF 0, IO Count 16, number of OpenROAD warnings 32, cell count in the Yosys report 19, Core Region 0.003416 mm2, worst-margin pin slew approximately 0.24 ns, CP Data Required Time approximately 4.6 ns, vias in the first global route about 170, # rows 21, cell repeated most along the worst path fa_1, die width 80 um, Post-synth seq share 0%, CP Cell Sequence clkdlybuf4s50_1 > xor2_1 > fa_1 > inv_1 > fa_1 > fa_1 > inv_1 > fa_1 > clkdlybuf4s50_1, via count 153, Cell area leaders fa_1 (45%), buf_4 (17%), xnor2_1 (15%), largest net degree at the start of global routing 5, Area leader share between 40 and 50%, Sequential Area 0 um2, Worst Setup Start Kind input port, Met2 Wirelength 111 um, Max Used Layer met3, fraction of layout cells with a size suffix above 1 0%, drt pass-1 iters 1, hold_buf cts 0, crit end category output pin, seq_cells 0, Total Wirelength 564 um, mapped cell area 176.4 um2, RSZ-0062 raised after global routing no, status finished clean, initial antenna violation count 0, Pleak 0.1385 nW, top post-synthesis cells by count inv_1 (6), buf_4 (4), fa_1 (4), xnor2_1 (3), xor2_1 (2), critical path arrival 3.95 ns, Slowest-stage cell, CP clkdlybuf4s50_1, Init Core Util under 10%, number of max-cap violations 0, met1 WL 301 um, GR Overflow Total 0, Avg Inst Size Synth 9.285 um2
## metrics by stage
step	area, um2	power [mW]	std cells	setup WS (ns)
6_report	364.1	0.04508	77	0.6148
5_1_grt	364.1	0.05145	77	0.4358
3_5_place_dp	364.1	0.04578	77	0.5619
4_1_cts	364.1	0.04619	77	0.5600
3_3_place_gp	364.1	0.04462	77	0.5926
2_1_floorplan	176.4	0.02108	19	1.687
## layer usage
layer	vias to the layer above	GRT usage, %
met5	-	0
li1	71	-
met1	64	2.953
met2	18	1.364
met4	0	0
met3	0	1.818
## critical path: cells and delay by family
family / cells / cell delay [ns]
xor gates and xnor gates: 1 / 0.21
buffers and inverters: 4 / 1.16
adders and majority gates: 4 / 1.45
## how the worst max path moves through the flow
| stage | endpoint | from | slack (ns) | depth (start not counted) |
|---|---|---|---|---|
| finish | SUM[3] | M | 0.61 | 9 |
| global route | SUM[3] | M | 0.44 | 9 |
| CTS | SUM[3] | M | 0.56 | 9 |
## final cells by class
| cell class | count | share of cell area [%] |
|---|---|---|
| Timing Repair Buffer | 16 | 43.99 |
| Inverter | 6 | 6.186 |
| Tap cell | 46 | 15.81 |
| Multi-Input combinational cell | 9 | 34.02 |
## cells in the final DEF, fill, tap and decap left out, drive strengths merged
cell type      instances
clkdlybuf4s50         16
xor2                   2
inv                    6
xnor2                  3
fa                     4
## logic make-up (layout without fill, tap and decap cells)
kind of cell | Yosys count | after routing | share of synthesized area [%]
adders and majority gates | 4 | 4 | 45.39
buffers and inverters | 10 | 22 | 29.79
xor gates and xnor gates | 5 | 5 | 24.83
## report_power, final
group          internal [mW]  total [mW]  switching, mW
registers                  0           0              0
clock network              0           0              0
logic                 0.0310      0.0451         0.0141
No activity file was given, so power comes from the tool's default toggle rates.
