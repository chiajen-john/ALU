==> design.v <==
`timescale 1ns / 1ps
module alu(A, B, S, Y);
    input [3:0]A,B;
    input [1:0]S;
    output [7:0]Y;
    wire [7:0]W0,W1,W2,W3;
    alu_concate ac1(A,B,W0);
    alu_adder aa1(A,B,W1);
    alu_shift as1(A,B,W2);
    alu_multiplier am1(A,B,W3);
    alu_multiplex amu1(W0,W1,W2,W3, S, Y);
endmodule
`timescale 1ns / 1ps
module alu_adder(A, B, SUM);
    input [3:0]A,B;
    output [7:0]SUM;
    assign SUM = A+B;
endmodule
`timescale 1ns / 1ps
module alu_concate(A,B,Y);
    input [3:0]A,B;
    output [7:0]Y;
    assign Y = {A,B};
endmodule
`timescale 1ns / 1ps
module alu_multiplex(A, B, C, D, S, Y);
    input [7:0]A,B,C,D;
    input [1:0]S;
    output [7:0]Y;
    reg [7:0]y;
    always @(*) begin
        case (S)
            2'b00 : y = A;
            2'b01 : y = B;
            2'b10 : y = C;
            2'b11 : y = D;
        endcase
    end 
    assign Y = y;    
endmodule
`timescale 1ns / 1ps
module alu_multiplier(A,B,P);
    input [3:0]A,B;
    output [7:0]P;
    assign P = A*B;
endmodule
`timescale 1ns / 1ps
module alu_shift(A,B,Y);
    input [3:0]A,B;
    output [7:0]Y;
    assign Y = A << B;
endmodule
==> run.sh <==
#!/bin/bash
# OpenROAD 26Q1-2900-gdf79404cd8, Yosys 0.63+post, stock flow scripts
make -C /OpenROAD-flow-scripts/flow DESIGN_CONFIG=/design/flow/config.mk WORK_HOME=/design/flow/orfs finish
==> config.mk <==
export PLATFORM = sky130hd
export DESIGN_NAME = alu
export DESIGN_NICKNAME = alu
export VERILOG_FILES = /design/flow/design.v
export SDC_FILE = /design/flow/constraint.sdc
export NUM_CORES = 4
export LEC_CHECK = 1
export CORE_AREA = 10 10 85 85
export DIE_AREA = 0 0 95 95
==> constraint.sdc <==
current_design alu

set clk_period 5.1
set clk_io_pct 0.2

create_clock -name clk0 -period $clk_period

set non_clock_inputs [all_inputs -no_clocks]
set_input_delay [expr $clk_period * $clk_io_pct] -clock clk0 $non_clock_inputs
set_output_delay [expr $clk_period * $clk_io_pct] -clock clk0 [all_outputs]
==> run notes <==
run metrics: Setup violations, final 0, VDD IR max around 0.035 mV, Final Cycle Share a little over nine tenths, Residual DRC 0, worst slew pin tran 0.557 ns, Cell Type Count 38, Slew HR a little over three fifths, Syn. warnings 1, Req. time, crit path 4.08 ns, Non-Filler Instances 212, final hold violations 0, Horiz. Die Dim 95 um, HPWL after DPL roughly 2200 um, vias in the first global route 946, most numerous logic cells after layout 15 x ha_1, 14 x buf_4, 10 x clkdlybuf4s50_1, largest net degree at the start of global routing 13, core area 0.00547 mm2, detailed router's first-iteration violation count between 60 and 70, Yosys chip area around 900 um2, RSZ-0062 raised after global routing false, WL per Instance 12.1 um, PortBufs 18, min Tclk post-route 4.87 ns, yosys cell count roughly 110, CP Capture Type primary output, arrival time worst endpoint 3.85 ns, crit-path max FO 7, stage-log warning count 33, I/O pin count 18, Synth Instances 112, WS Path Type input port to primary output, Pins Over Slew Limit 0, WHS Path Cells 5, hold_buf cts 0, Top cell excl fill/tap ha_1, vias per std cell 4.31, via count between 900 and 1000, Initial Utilization 16.5%, Leak 0.000577 uW, routed wire length 2560 um, CP Launch Type input port, final core occ 23.9%, initial antenna violation count 0, Die Ht around 95 um, n_diodes 0, Routed Antenna Nets 0, first-pass GRT wire length 4440 um, hold crit path type input port to primary output, Die ar. around 0.009 mm2, routability cong. between 0.9 and 1, share of cells above drive strength 1 between 20% and 30%, synthesis-to-finish area growth 45.0%, # rows 27, All-Layer GR Usage under 10%, Post-synth seq share 0%, final hold slack 2.69 ns, clkbuf count 0, TritonRoute pass-1 iters 5, registers 0, cell area after synthesis 903 um2, status finished clean, Setup TNS 0 ns, Max Cap Viol 0, Pwr Density between 100 and 150 mW/mm2, Avg Inst Size Synth slightly above 8 um2, Max Fclk just over 0.2 GHz, grt ovf 0, Fill cells between 600 and 700, Reg area 0 um2, dpl cells 212
routing by layer:
| layer | up-vias | track usage (%) | wire length (um) |
|---|---|---|---|
| met5 | - | 0 | 0 |
| met1 | 420 | 8.03 | 1200 |
| met3 | 2 | 0.321 | 71 |
| met4 | 0 | 0.374 | 18 |
| li1 | 471 | - | - |
| met2 | 21 | 10.5 | 1270 |
repair_timing:
item,4_1_cts,5_1_grt
gates resized,15,6
pin swaps,7,5
setup buffers,0,1
endpoints found under the setup margin,5,4
path summary, 6_finish.rpt:
kind	startpoint	to	slack (ns)
max	A[1]	Y[4]	0.23
min	A[2]	Y[6]	2.69
synthesized netlist by cell type, types with 3 or more instances:
| library cell | instances | area [um2] |
|---|---|---|
| a21oi_1 | 9 | 45.0 |
| and2_1 | 7 | 43.8 |
| and2_2 | 3 | 22.5 |
| fa_1 | 5 | 100 |
| ha_1 | 17 | 213 |
| inv_1 | 7 | 26.3 |
| mux2i_1 | 4 | 40.0 |
| nand2_1 | 5 | 18.8 |
| nand3_1 | 3 | 15.0 |
| nor2_1 | 8 | 30.0 |
| nor2b_1 | 4 | 25.0 |
| nor3b_1 | 3 | 22.5 |
| o21ai_0 | 3 | 15.0 |
stage by stage:
stage / instance area, um2 / total power [uW] / setup WS, ns
floorplan: 903 / 66.5 / 0.717
global placement: 1250 / 123 / -0.432
detailed placement: 1250 / 122 / -0.422
CTS: 1260 / 124 / 0.00378
global route: 1310 / 151 / 0.0905
finish: 1310 / 133 / 0.229
power by group:
group | switching [uW] | internal [uW]
clock network | 0 | 0
logic | 60.0 | 73.1
registers | 0 | 0
logic make-up after synthesis:
kind of cell | Yosys count | share of synthesized area, %
AND/OR/NAND/NOR | 41 | 27.3
buffers and inverters | 11 | 5.54
AND-OR/OR-AND | 29 | 22.0
XOR/XNOR | 2 | 1.94
adder cells (fa/ha/maj) | 22 | 34.6
multiplexers | 7 | 8.59
layout make-up:
cell class,count,area [um2],share of cell area [%]
repair buffers,32,279,21.3
multi-input cells,101,915,69.8
well taps,72,90.1,6.88
inverters,7,26.3,2.01
worst max-delay path, cell delays in order:
cell and delay [ns]:
dlygate4sd2_1 0.26, buf_4 0.17, ha_1 0.23, ha_1 0.30, ha_1 0.28, ha_1 0.19
inv_1 0.08, fa_2 0.41, xnor2_2 0.15, a221oi_2 0.25, o21ai_1 0.08, clkdlybuf4s50_1 0.42
Power figures rest on the tool's default switching activity, not on a simulated workload.
